==> ./run.sh <==
#!/bin/bash
# OpenROAD 26Q1-2900-gdf79404cd8, Yosys 0.63+post, stock flow scripts
make -C /OpenROAD-flow-scripts/flow DESIGN_CONFIG=/design/flow/config.mk WORK_HOME=/design/flow/orfs finish
==> ./config.mk <==
export PLATFORM = sky130hd
export DESIGN_NAME = ClkDiv
export DESIGN_NICKNAME = ClkDiv
export VERILOG_FILES = /design/flow/design.v
export SDC_FILE = /design/flow/constraint.sdc
export NUM_CORES = 4
export LEC_CHECK = 1
export CORE_AREA = 10 10 109 109
export DIE_AREA = 0 0 119 119
==> ./constraint.sdc <==
current_design ClkDiv

set clk_period 3.1
set clk_io_pct 0.2

create_clock -name clk0 -period $clk_period [get_ports {Clk}]

set non_clock_inputs [all_inputs -no_clocks]
set_input_delay [expr $clk_period * $clk_io_pct] -clock clk0 $non_clock_inputs
set_output_delay [expr $clk_period * $clk_io_pct] -clock clk0 [all_outputs]
==> ./design.v <==
`timescale 1ns / 1ns
module ClkDiv(Clk, Rst, ClkOut);
   input Clk, Rst;
   output reg ClkOut;
	parameter DivVal = 50000;
   reg[24:0] DivCnt;
   reg ClkInt;
   always @(posedge Clk) begin
      if( Rst == 1 )begin
         DivCnt <= 0;
         ClkOut <= 0;
         ClkInt <= 0;
      end
      else begin
         if( DivCnt == (DivVal-1) ) begin
            ClkOut <= ~ClkInt;
            ClkInt <= ~ClkInt;
            DivCnt <= 0;
         end
         else begin
            ClkOut <= ClkInt;
            ClkInt <= ClkInt;
            DivCnt <= DivCnt + 1;
         end
      end
   end
  endmodule
==> reports/summary.txt <==
Routed Antenna Nets: 0
Iteration-0 DRC Markers: 32
Worst Min Path Start: DivCnt[0]
Main logic family: simple AND/OR/NAND/NOR gates
Cell family with most CP delay: simple AND/OR/NAND/NOR gates
Ys flops: 26
WHS Path Cells: 1
Max VDD drop: 0.0001286 V
Cell Type Count: 29
Arrival @ worst endpoint: 2.20 ns
Drc violations: 0
Final Cycle Share: 65.73%
R2R depth: 5
Hold Vio Cnt, Final: 0
Final setup fails: 0
Rel. slew slack: 70.99%
Row count: 36
Die area: 0.01416 mm^2
Post-synthesis cell area: 0.001249 mm^2
Worst hold path type: reg2reg
Area leader, netlist: dfxtp_1
Seq/Total Area, Yosys: 41.68%
Mux cell area share after synthesis: 2.405%
Crit path largest cell delay: 0.53 ns
P per Cell Area: 386.4 mW/mm^2
Hold Crit Endpoint: DivCnt[0]
N_diodes: 0
CP Cell Sequence: ha_1, nand4_1, nor4_4, nor2_1, a2111oi_0
Floorplan core density: 12.95%
Setup bufs post-CTS: 0
Gpl congestion: 0.8022
Area Overhead vs Synth: 18.04%
Routed len/inst: 8.116 um
Reg2reg end: DivCnt[18]
Fmax: 0.4908 GHz
Crit-path max FO: 7
Top cells by count: dfxtp_1, nor2_1, xnor2_1
Complex Gates by Area: 7.315%
Vias per cell: 3.431
Gr ovfl total: 0
Yosys chip area: 0.001249 mm^2
Share of cells above drive strength 1: 7.692%
Post-layout min period: 2.038 ns
Top cells, area: dfxtp_1, xnor2_1, nor2_1, or4_1, nor4_1
Crit start category: flip-flop
Buf+Inv Stages, Crit Path: 0
Yosys top cell area share: 41.68%
Adder share: 1.002%
First-pass GRT wire length: 4112 um
Number of global-route vias before repair: 908
IO Count: 3
Yosys simple share: 33.97%
Clock root buffer: clkbuf_8
Number of buffers created by CTS: 3
Reg2reg start: DivCnt[0]
Crit path max-delay cell type: nor4_4
Post-synth ARST share: 0%
Req. time, crit path: 3.26 ns
Static leakage: 0.4461 nW
Die height: 119 um
WL final: 2240 um
Clk buf depth: 2
Total chip power: 0.5695 mW
Die X: 119 um
Yosys warns: 1
Worst-Margin Slew: 0.4339 ns
Post-Synthesis Cells: 141
Count of pins over their slew limit: 0
Reg-to-reg slack, setup: 1.06 ns
Final HPWL DP: 1589 um
Cts hold-fix bufs: 0
CTS tree: done
Core Region: 0.009639 mm^2
GR Util All Layers: 3.246%
Tool warnings: 25
Max-cap viol count: 0
Latest clock arrival within the worst-skew pair: 0.26 ns
Initial antenna violation count: 0
CTS Sinks: 26
1st-pass router iterations: 4
EDFF count, synth: 0
Top-count cell post-synth: dfxtp_1
Top_reg_cell synth: dfxtp_1
# resized after CTS: 0
Setup crit end kind: flip-flop
Worst Skew: 0.003782 ns
Largest net degree at the start of global routing: 21
Number of fill cells: 1086
Post-Synth XOR/XNOR Area: 10.52%
Port buffer count: 2
Status: completed
Clk slew on worst S/H paths: 0.09 ns
RSZ-0062 raised after global routing: false
Final setup TNS: 0 ns
Via count: 947
Kind of critical path: reg2reg
H-tree lvl count: 1
Cells in synth_stat.txt: 141
Average cell area after synthesis: 8.856 um^2
[kinds of logic after synthesis]
| kind of cell | Yosys count |
|---|---|
| flops | 26 |
| xor+xnor | 15 |
| compound gates | 14 |
| mux | 3 |
| buf+inv | 9 |
| fa+ha+maj | 1 |
| simple gates | 73 |
[through the flow]
stage	instance area, um^2	hold WS [ns]	setup slack [ns]	cells	util (%)
after global placement	1419	0.4624	1.071	272	14.72
final	1474	0.4867	1.062	276	15.29
after floorplan	1249	0.4388	1.316	141	-
after global routing	1474	0.5190	0.8527	276	15.29
after CTS	1474	0.4947	1.029	276	15.29
after detailed placement	1419	0.4734	1.053	272	14.72
[power by group]
group / total [mW] / switching (mW) / internal, mW
clock network: 0.215 / 0.102 / 0.113
logic: 0.0134 / 0.00811 / 0.00529
registers: 0.341 / 0.00415 / 0.337
total: 0.569 / 0.114 / 0.456
[worst max-delay path by stage]
stage          from    endpoint  cells after the start
4_1_cts   DivCnt[0]  DivCnt[18]                      5
5_1_grt   DivCnt[0]  DivCnt[22]                      5
6_report  DivCnt[0]  DivCnt[18]                      5
[worst register-to-register path, stage by stage, from the launching register on]
cell	delay, ns
dfxtp_1	0.40
ha_1	0.23
nand4_1	0.35
nor4_4	0.53
nor2_1	0.08
a2111oi_0	0.34
[layout make-up]
cell class	instances	area, um^2	share of cell area, %
repair buffers	3	27.53	1.868
inverters	4	15.01	1.019
flip-flops and latches	26	520.5	35.31
well taps	133	166.4	11.29
clock buffers	4	55.05	3.735
multi-input cells	106	689.4	46.77
[placed cells by master (no fill, tap or decap), types with 3 or more instances in the layout]
cell,instances
dfxtp_1,26
nor2_1,24
xnor2_1,11
or4_1,6
nand2_1,6
nand3_1,6
nor4_1,6
nor3_1,6
or3_1,5
nand4_1,5
inv_1,4
xor2_1,4
o21ai_0,4
a21oi_1,4
clkbuf_8,4
mux2i_1,3
[registers in the layout, summed over array words and instances (netlist names)]
name	cells
DivCnt	25
ClkOut	1
[routing by layer]
metal	vias to the layer above	wire (um)	track usage (%)
li1	516	-	-
met1	420	1164	4.580
met2	7	965	4.979
met3	4	35	0.4796
met4	0	74	1.069
met5	-	0	0
No activity file was given, so power comes from the tool's default toggle rates.
